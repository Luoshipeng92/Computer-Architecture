**/design/flow/config.mk**
```make
export PLATFORM = sky130hd
export DESIGN_NAME = CHIP
export DESIGN_NICKNAME = CHIP
export VERILOG_FILES = /design/flow/design.v
export SDC_FILE = /design/flow/constraint.sdc
export NUM_CORES = 4
export LEC_CHECK = 1
export CORE_UTILIZATION = 50
```
**/design/flow/constraint.sdc**
```tcl
current_design CHIP

set clk_period 28.4
set clk_io_pct 0.2

create_clock -name clk0 -period $clk_period [get_ports {clk}]

set non_clock_inputs [all_inputs -no_clocks]
set_input_delay [expr $clk_period * $clk_io_pct] -clock clk0 $non_clock_inputs
set_output_delay [expr $clk_period * $clk_io_pct] -clock clk0 [all_outputs]
```
**/design/flow/design.v**
```verilog
module CHIP(clk,
            rst_n,
            mem_wen_D,
            mem_addr_D,
            mem_wdata_D,
            mem_rdata_D,
            mem_addr_I,
            mem_rdata_I
    );
    input         clk, rst_n ;
    output        mem_wen_D  ;
    output [31:0] mem_addr_D ;
    output [31:0] mem_wdata_D;
    input  [31:0] mem_rdata_D;
    output [31:0] mem_addr_I ;
    input  [31:0] mem_rdata_I;
    reg    [31:0] PC          ;               
    reg   [31:0] PC_nxt      ;               
    wire          regWrite    ;               
    wire   [ 4:0] rs1, rs2, rd;               
    wire   [31:0] rs1_data    ;               
    wire   [31:0] rs2_data    ;               
    reg   [31:0] rd_data     ;               
    reg [4:0] state, state_nxt;
    reg [2:0] sub_state, sub_state_nxt;
    reg readInstr,nextReadInstr, updatePC;
    wire branch;
    reg regShouldWrite;
    reg aluValid,mulWaiting;
    reg [1:0] aluMode;
    reg [31:0] in_A,in_B;
    wire aluReady;
    wire [63:0] aluOut;
    reg [11:0] immtest;
    parameter IDLE = 5'd0;
    parameter AUIPC  = 5'd1;
    parameter JAL  = 5'd2;
    parameter JALR = 5'd3;
    parameter BEQ = 5'd4;
    parameter LW  = 5'd5;
    parameter SW  = 5'd6;
    parameter ADDI  = 5'd7;
    parameter SLTI  = 5'd8;
    parameter ADD  = 5'd9;
    parameter SUB  = 5'd10;
    parameter XOR  = 5'd11;
    parameter MUL  = 5'd12;
    parameter ID = 3'd0;
    parameter EX = 3'd1;
    parameter MEM = 3'd2;
    parameter WB = 3'd3;
    parameter BUFFER = 3'd4;
    reg_file reg0(                            
        .clk(clk),                            
        .rst_n(rst_n),                        
        .wen(regWrite),                       
        .a1(rs1),                             
        .a2(rs2),                             
        .aw(rd),                              
        .d(rd_data),                          
        .q1(rs1_data),                        
        .q2(rs2_data));                       
    mulDiv alu0(
        .clk(clk),
        .rst_n(rst_n),
        .valid(aluValid),
        .ready(aluReady),
        .mode(aluMode),
        .in_A(in_A),
        .in_B(in_B),
        .out(aluOut)
    );
    assign rs1 = mem_rdata_I[19:15];
    assign rs2 = mem_rdata_I[24:20];
    assign rd = mem_rdata_I[11:7];
    assign mem_addr_I = PC;
    assign mem_addr_D = (state == LW)? $signed(rs1_data) + $signed(mem_rdata_I[31:20]):$signed(rs1_data) + $signed({mem_rdata_I[31:25],mem_rdata_I[11:7]});
    assign mem_wen_D = (state == SW && sub_state==EX)? 1'd1:1'd0;
    assign mem_wdata_D = rs2_data;
    assign regWrite = regShouldWrite&&(sub_state==WB);
    assign branch = (state==JAL||state==JALR||state==BEQ);
    always @(*)begin
        if(!readInstr)begin
            state_nxt = state;
        end
        else begin
            state_nxt = IDLE;
            case (mem_rdata_I[6:0])
                7'b0010011:begin 
                    case (mem_rdata_I[14:12])
                        3'b000:begin 
                            state_nxt = ADDI;
                        end
                        3'b010:state_nxt = SLTI; 
                    endcase
                end
                7'b0110011:begin 
                    case ({mem_rdata_I[31:25],mem_rdata_I[14:12]})
                        10'd0:state_nxt=ADD; 
                        10'h100:state_nxt=SUB; 
                        10'h4:state_nxt=XOR; 
                        10'h8:state_nxt=MUL; 
                    endcase
                end
                7'b0000011:begin 
                    case (mem_rdata_I[14:12])
                        3'b010:state_nxt=LW; 
                    endcase
                end
                7'b0100011:begin 
                    case (mem_rdata_I[14:12])
                        3'b010:state_nxt=SW; 
                    endcase
                end
                7'b1100011:begin 
                    case (mem_rdata_I[14:12])
                        3'b000:state_nxt=BEQ; 
                    endcase
                end
                7'b0010111:begin 
                    state_nxt=AUIPC;
                end
                7'b1101111:begin
                    state_nxt = JAL;
                end
                7'b1100111:begin
                    state_nxt = JALR;
                end
                default:state_nxt=IDLE;
            endcase
        end
    end
    always @(*)begin
        mulWaiting = 1'd0;
        in_A = 32'd0;
        in_B = 32'd0;
        aluMode = 2'd1;
        aluValid = 1'd0;
        regShouldWrite = 1'd0;
        immtest=12'd0;
        updatePC = 1'd0;
        aluValid = 1'd0;
        sub_state_nxt = ID;
        if(state!=MUL&&sub_state!=EX)begin
            mulWaiting = 1'd0;
            aluMode = 2'd0;
            aluValid = 1'd0;
            in_A = 32'd0;
            in_B = 32'd0;
        end
        case (sub_state)
            ID:begin
                rd_data = 32'd0;
                sub_state_nxt = EX;
                updatePC = 1'd0;
                regShouldWrite = 1'd0;
            end
            EX:begin
                rd_data = 32'd0;
                sub_state_nxt = WB;
                updatePC=1'd0;
                regShouldWrite = 1'd0;
                case (state)
                    ADDI:begin
                        rd_data = $signed(mem_rdata_I[31:20])+$signed(rs1_data);
                    end
                    SLTI:begin
                         rd_data =32'd0;
                         immtest=mem_rdata_I[31:20];
                         if($signed(rs1_data)<$signed(mem_rdata_I[31:20]))begin
                            rd_data = 32'd1;
                         end
                    end
                    ADD: rd_data = $signed(rs1_data)+$signed(rs2_data);
                    SUB: rd_data = $signed(rs1_data)-$signed(rs2_data);
                    XOR: rd_data = rs1_data^rs2_data;
                    MUL:begin
                        if(!mulWaiting)begin
                            aluValid = 1'd1;
                        end
                        else aluValid = 1'd0;
                        in_A = rs1_data;
                        in_B = rs2_data;
                        aluMode = 2'd0;
                        mulWaiting=1'd1;
                        sub_state_nxt = EX;
                        rd_data = aluOut[31:0];
                        if(aluReady)begin
                            sub_state_nxt = WB;
                            mulWaiting = 1'd0;
                        end
                    end
                    LW:begin 
                    end
                    SW:begin
                    end
                    AUIPC:rd_data = {mem_rdata_I[31:12],12'd0} + PC;
                    JAL:rd_data = PC+32'd4;
                    JALR:rd_data = PC+32'd4;
                    BEQ:rd_data = 32'd0;
                endcase
            end
            WB:begin
                regShouldWrite = 1'd0;
                updatePC = 1'd1;
                sub_state_nxt = ID;
                rd_data = rd_data;
                case (state)
                    ADDI:regShouldWrite = 1'd1;
                    SLTI: regShouldWrite = 1'd1;
                    ADD: regShouldWrite = 1'd1;
                    SUB: regShouldWrite = 1'd1;
                    XOR: regShouldWrite = 1'd1;
                    MUL:regShouldWrite = 1'd1;
                    LW: begin
                        regShouldWrite = 1'd1;
                        rd_data = mem_rdata_D;
                    end
                    AUIPC:regShouldWrite = 1'd1;
                    JAL:regShouldWrite = 1'd1;
                    JALR:regShouldWrite = 1'd1;
                endcase
            end
            default: rd_data = 32'd0;
        endcase
    end
    always @(*)begin
        PC_nxt = PC;
        nextReadInstr = 1'd0;
        if(updatePC)begin
            nextReadInstr=1'd1;
            PC_nxt = PC+32'd4;
            if(branch)begin
                if(state==JAL)begin
                    PC_nxt = $signed({mem_rdata_I[31],mem_rdata_I[19:12],mem_rdata_I[20],mem_rdata_I[30:21],1'd0})+$signed(PC);
                end
                else if(state==JALR)begin
                    PC_nxt = $signed(rs1_data)+$signed(mem_rdata_I[31:20]);
                end
                else if(state==BEQ) begin
                    if(rs1_data==rs2_data)begin
                        PC_nxt = $signed({mem_rdata_I[12],mem_rdata_I[7],mem_rdata_I[30:25],mem_rdata_I[11:8],1'd0})+$signed(PC);
                    end
                end            
            end
        end
    end
    always @(posedge clk or negedge rst_n) begin
        if (!rst_n) begin
            PC <= 32'h00400000;  
            state <=IDLE;
            sub_state <=ID;
            readInstr <= 1'd1;
        end
        else begin
            PC <= PC_nxt;
            state <= state_nxt;
            sub_state<=sub_state_nxt;
            readInstr <=nextReadInstr;
        end
    end
endmodule
module reg_file(clk, rst_n, wen, a1, a2, aw, d, q1, q2);
    parameter BITS = 32;
    parameter word_depth = 32;
    parameter addr_width = 5;  
    input clk, rst_n, wen;  
    input [BITS-1:0] d;
    input [addr_width-1:0] a1, a2, aw;
    output [BITS-1:0] q1, q2;
    reg [BITS-1:0] mem [0:word_depth-1];
    reg [BITS-1:0] mem_nxt [0:word_depth-1];
    integer i;
    assign q1 = mem[a1];
    assign q2 = mem[a2];
    always @(*) begin
        for (i=0; i<word_depth; i=i+1)
            mem_nxt[i] = (wen && (aw == i)) ? d : mem[i];
    end
    always @(posedge clk or negedge rst_n) begin
        if (!rst_n) begin
            mem[0] <= 0;  
            for (i=1; i<word_depth; i=i+1) begin
                case(i)
                    32'd2: mem[i] <= 32'h7fffeffc;  
                    32'd3: mem[i] <= 32'h10008000;  
                    default: mem[i] <= 32'h0;
                endcase
            end
        end
        else begin
            mem[0] <= 0;
            for (i=1; i<word_depth; i=i+1)
                mem[i] <= mem_nxt[i];
        end
    end
endmodule
module mulDiv(clk, rst_n, valid, ready, mode, in_A, in_B, out);
    input         clk, rst_n;
    input         valid;
    input  [1:0]  mode;  
    output        ready;
    input  [31:0] in_A, in_B;
    output [63:0] out;
    parameter IDLE = 3'd0;
    parameter MUL  = 3'd1;
    parameter DIV  = 3'd2;
    parameter SHIFT = 3'd3;
    parameter AVG = 3'd4;
    parameter OUT  = 3'd5;
    reg  [ 2:0] state, state_nxt;
    reg  [ 4:0] counter, counter_nxt;
    reg  [63:0] shreg, shreg_nxt;
    reg  [31:0] alu_in, alu_in_nxt;
    reg  [32:0] alu_out;
    assign ready = (state == OUT);
    assign out = ready? shreg : 64'd0;
    always @(*) begin
        case(state)
            IDLE: begin
                if(!valid)state_nxt = IDLE;
                else begin
                    case(mode)
                        2'd0 : state_nxt = MUL;
                        2'd1 : state_nxt = DIV;
                        2'd2 : state_nxt = SHIFT;
                        2'd3 : state_nxt = AVG;
                        default: state_nxt = IDLE;
                    endcase
                end
            end
            MUL : state_nxt = counter<31 ? MUL:OUT;
            DIV : state_nxt = counter<31 ? DIV:OUT;
            SHIFT : state_nxt = OUT;
            AVG : state_nxt = OUT;
            OUT : state_nxt = IDLE;
            default : state_nxt = IDLE;
        endcase
    end
    always @(*) begin
        if(state == MUL || state == DIV)
            counter_nxt = counter + 5'd1;
        else
            counter_nxt = 5'd0;
    end
    always @(*) begin
        case(state)
            IDLE: begin
                if (valid) alu_in_nxt = in_B;
                else       alu_in_nxt = 0;
            end
            OUT : alu_in_nxt = 0;
            default: alu_in_nxt = alu_in;
        endcase
    end
    always @(*)begin
        case(state)
            MUL : 
                alu_out = shreg[0]? alu_in + shreg[63:32] : shreg[63:32];
            DIV : 
                alu_out = (shreg[62:31] >= alu_in)? {1'd1, shreg[62:31]-alu_in}:{1'd0, shreg[62:31]}; 
            SHIFT :
                alu_out = shreg[31:0]>>alu_in[2:0];
            AVG :  
                alu_out = (shreg[31:0] + alu_in)>>1;
            default:
                alu_out = 33'd0;
        endcase
    end    
    always @(*)begin
        shreg_nxt = shreg; 
        case(state)
            IDLE : begin
                shreg_nxt = 64'd0;
                if(valid) shreg_nxt[31:0] = in_A;
                else ;
            end
            MUL : begin
                shreg_nxt = shreg>>1;
                shreg_nxt[63:31] = alu_out;
            end
            DIV : begin
                shreg_nxt = shreg<<1;
                shreg_nxt[63:32]= alu_out[31:0]; 
                shreg_nxt[0] = alu_out[32];
            end
            SHIFT : 
                shreg_nxt = {32'd0, alu_out[31:0]};
            AVG : 
                shreg_nxt = {32'd0, alu_out[31:0]};
            default:
                shreg_nxt = 64'd0;
        endcase
    end
    always @(posedge clk or negedge rst_n) begin
        if (!rst_n) begin
            state <= IDLE;
            shreg <=64'd0;
            alu_in <=32'd0;
            counter <= 5'd0;
        end
        else begin
            state <= state_nxt;
            shreg <=shreg_nxt;
            alu_in <=alu_in_nxt;
            counter <= counter_nxt;
        end
    end
endmodule
```
**/design/flow/run.sh**
```bash
#!/bin/bash
# OpenROAD 26Q1-2900-gdf79404cd8, Yosys 0.63+post, stock flow scripts
make -C /OpenROAD-flow-scripts/flow DESIGN_CONFIG=/design/flow/config.mk WORK_HOME=/design/flow/orfs finish
```
==> tab_implementation.tex <==
% Yosys + OpenROAD metrics
\begin{tabular}{lr}
\hline
Metric & Value \\
\hline
\multicolumn{2}{l}{\textbf{Power and ir drop}} \\
\quad Leakage dissipation & roughly 38 nW \\
\quad Power density over cell area & about 45 nW/µm² \\
\quad Maximum resistive drop on vdd & between 0.04 and 0.05 mV \\
\multicolumn{2}{l}{\textbf{Logic synthesis}} \\
\quad Main flop type & sky130\_fd\_sc\_hd\_\_dfrtp\_1 \\
\quad Total standard cell area after synthesis & between 70000 and 80000 µm² \\
\quad Count of unique library cells instantiated by Yosys & around 110 \\
\quad Share of synthesized registers carrying an async set or reset & 97.28\% \\
\quad Flip-flops with a built-in enable & 0 \\
\quad Synthesis-stage register bit count & between 1000 and 1500 \\
\quad Ys cells & 7257 \\
\quad Post-synth top area share & between 30\% and 40\% \\
\quad Leading area contributor after synthesis & sky130\_fd\_sc\_hd\_\_dfrtp\_1 \\
\quad Number of synthesis warnings & 5 \\
\quad Number of cells produced by synthesis & approximately 7300 \\
\quad Largest cells by area after synthesis & sky130\_fd\_sc\_hd\_\_dfrtp\_1 (38\%), sky130\_fd\_sc\_hd\_\_mux2\_2 (16\%), sky130\_fd\_sc\_hd\_\_a22oi\_1 (6.3\%), sky130\_fd\_sc\_hd\_\_ha\_1 (4.4\%), sky130\_fd\_sc\_hd\_\_clkbuf\_1 (2.2\%) \\
\quad Average footprint of a synthesized cell & $\sim$10 µm² \\
\quad Chip Area, Yosys & around 73000 µm² \\
\multicolumn{2}{l}{\textbf{Final timing}} \\
\quad RSZ-0062 raised after global routing & false \\
\quad Register pins left without a clock & 32 \\
\quad Endpoints left unconstrained & 32 \\
\quad Setup TNS Final & 0 ns \\
\quad Fmax & 0.05229 GHz \\
\quad Count of endpoints failing setup in the final report & 0 \\
\quad Post-layout min period & about 19 ns \\
\quad Worst slew slack as a fraction of its limit & between 10\% and 20\% \\
\quad Slew Limit Fails & 0 \\
\quad Final-report hold violation count & 0 \\
\quad Setup Skew & approximately 0.039 ns \\
\quad Actual slew at the worst max-slew pin & 1.198 ns \\
\quad Tcrit/Tclk final & about two thirds \\
\multicolumn{2}{l}{\textbf{Job}} \\
\quad Tool Warnings & a little under 100 \\
\quad Max-capacitance violation count & 0 \\
\multicolumn{2}{l}{\textbf{Clock network}} \\
\quad Number of levels in the clock H-tree & 4 \\
\quad Number of resized instances in the post-cts repair step & 0 \\
\quad CTS tree & done \\
\quad Number of buffers on the longest clock path & 3 \\
\quad Root buffer selected by CTS & sky130\_fd\_sc\_hd\_\_clkbuf\_16 \\
\quad Register clock-pin slew on the reported worst setup and hold paths & 0.05 ns \\
\quad Total CTS buffers & 131 \\
\quad Clock network latency to the later pin of the worst-skew pair & slightly below 0.8 ns \\
\quad Post-CTS Hold Buffers & 0 \\
\quad Postcts setup bufs & 0 \\
\multicolumn{2}{l}{\textbf{Route}} \\
\quad Vias per Instance & between 7 and 8 \\
\quad Average wire per standard cell & just over 40 µm \\
\quad Post-route antenna net violation count & 0 \\
\quad Count of routing violations after the opening detailed-route iteration & between 9000 and 10000 \\
\quad Vias after detailed routing & around 69000 \\
\quad Total Wirelength & about 380000 µm \\
\quad DRC violations left & 0 \\
\quad Length of the first detailed-routing pass in iterations & 12 \\
\multicolumn{2}{l}{\textbf{Layout}} \\
\quad Share of layout cells above drive strength 1 & 23.01\% \\
\quad Post-layout instance count excluding filler cells & a little over 9000 \\
\quad FF/Latch Area & 29160 µm² \\
\quad Combinational gate area & just over 40000 µm² \\
\quad Fill cell total of the finished layout & 12290 \\
\quad Synth-to-Final Area Change & 12.31\% \\
\multicolumn{2}{l}{\textbf{Floorplanning}} \\
\quad Row count & around 140 \\
\quad Area inside the core boundary & 145400 µm² \\
\quad Floorplan die area & roughly 150000 µm² \\
\quad Init Core Util & 50.35\% \\
\quad Die X & just under 400 µm \\
\quad Die Ht & about 380 µm \\
\quad Total I/O pin count & 163 \\
\multicolumn{2}{l}{\textbf{Worst setup path}} \\
\quad Peak fanout along the critical path & 21 \\
\quad Required time worst endpoint & between 20 and 25 ns \\
\quad Cell count of the worst reg-to-reg path & 15 \\
\quad Startpoint type of the worst setup path & input pin \\
\quad Setup crit end kind & output port \\
\quad Path type of the worst setup path & in -> out \\
\quad Worst flop-to-flop path startpoint & reg0.mem[14][12] \\
\quad Terminus of the critical flop-to-flop path & PC[17] \\
\quad Worst Path Arrival & between 10 and 15 ns \\
\quad Setup slack of the most critical reg-to-reg path & between 20 and 25 ns \\
\multicolumn{2}{l}{\textbf{Hold path}} \\
\quad Worst Min Path Start & alu0.counter[0] \\
\quad Min-delay worst type & reg -> reg \\
\quad Hold Crit Depth & 1 \\
\quad Worst-case hold path end point & alu0.counter[0] \\
\multicolumn{2}{l}{\textbf{Placed design}} \\
\quad Placer's final routability congestion estimate & 1.095 \\
\quad Port-buffer cells & 162 \\
\quad Placed instance count & roughly 9000 \\
\quad Dpl hpwl & between 200000 and 300000 µm \\
\multicolumn{2}{l}{\textbf{Run status}} \\
\quad Outcome & complete, no violations \\
\multicolumn{2}{l}{\textbf{Global route}} \\
\quad Wire length of the first global-routing pass & 523600 µm \\
\quad Pin count of the biggest net entering global routing & between 100 and 150 \\
\quad Final global-route overflow total & 0 \\
\quad Number of global-route vias before repair & 66430 \\
\quad Total global-route track usage & 53.05\% \\
\quad Antenna violations before repair & 17 \\
\hline
\end{tabular}
## layout by cell type (no fill, tap or decap), types with 136 or more instances in the layout
cell type	n
sky130_fd_sc_hd__inv_1	244
sky130_fd_sc_hd__o21ai_0	231
sky130_fd_sc_hd__buf_4	273
sky130_fd_sc_hd__a22oi_1	615
sky130_fd_sc_hd__nand3_1	187
sky130_fd_sc_hd__clkdlybuf4s50_1	157
sky130_fd_sc_hd__ha_1	259
sky130_fd_sc_hd__a21oi_1	317
sky130_fd_sc_hd__a22o_1	136
sky130_fd_sc_hd__xnor2_1	168
sky130_fd_sc_hd__dfrtp_1	1108
sky130_fd_sc_hd__nor2_1	257
sky130_fd_sc_hd__nand2_1	394
sky130_fd_sc_hd__mux2_2	1009
## critical path, cell delays in order
cell	delay, ns
sky130_fd_sc_hd__clkdlybuf4s50_1	0.46
sky130_fd_sc_hd__buf_4	0.32
sky130_fd_sc_hd__buf_4	0.32
sky130_fd_sc_hd__or3b_2	0.63
sky130_fd_sc_hd__nor2_4	0.70
sky130_fd_sc_hd__buf_4	0.50
sky130_fd_sc_hd__a22oi_1	0.16
sky130_fd_sc_hd__nand4_1	0.13
sky130_fd_sc_hd__nor3_1	0.05
sky130_fd_sc_hd__nand2_1	0.22
sky130_fd_sc_hd__buf_4	0.23
sky130_fd_sc_hd__ha_1	0.18
sky130_fd_sc_hd__inv_1	0.06
sky130_fd_sc_hd__fa_1	0.43
sky130_fd_sc_hd__o21bai_1	0.15
sky130_fd_sc_hd__a21oi_1	0.15
sky130_fd_sc_hd__o211ai_1	0.18
sky130_fd_sc_hd__a31oi_1	0.15
sky130_fd_sc_hd__o21ai_0	0.18
sky130_fd_sc_hd__a21oi_1	0.13
sky130_fd_sc_hd__maj3_1	0.49
sky130_fd_sc_hd__o31ai_1	0.50
sky130_fd_sc_hd__a31oi_1	0.15
sky130_fd_sc_hd__and2_1	0.21
sky130_fd_sc_hd__xnor2_1	0.44
sky130_fd_sc_hd__clkdlybuf4s50_1	0.56
## power breakdown
group	switching, mW	leakage, nW	total [mW]	internal (mW)
Combinational	0.194	20.2	0.262	0.0680
Clock	0.757	2.14	1.79	1.03
Sequential	0.0000539	15.9	1.63	1.63
Total	0.951	38.3	3.68	2.73
## cells in the mapped netlist (all sizes together), types with 126 or more instances
cell type	n
dfrtp	1111
a22o	136
mux2	1010
nor2	320
ha	259
a22oi	616
xnor2	168
nand4	131
inv	248
a21oi	317
clkbuf	436
buf	126
nand3	191
nand2	406
o21ai	233
## sequential cells by signal, indices dropped and copies added, names as in the netlist, named ones only
name          flops
PC               32
alu0.shreg       64
reg0.mem        992
state             9
alu0.counter      5
sub_state         3
rd_data          32
alu0.state        4
alu0.alu_in      32
## per-layer routing
layer  global-route usage (%)  share of wire, %
met5                    3.119              0.18
met4                    35.02               9.0
met3                    31.06                16
met2                    70.64                40
met1                    65.14                35
## how the worst max path moves through the flow
stage	slack [ns]	end	cells past startpoint	from
global route	9.23	mem_addr_D[24]	27	mem_rdata_I[17]
finish	9.27	mem_addr_D[16]	26	mem_rdata_I[17]
CTS	9.56	mem_addr_D[24]	27	mem_rdata_I[17]
## final cells by class
cell class	instances	share of cell area (%)
Multi-Input combinational cell	5263	50.46
Sequential cell	1176	35.46
Timing Repair Buffer	437	4.495
Clock buffer	182	4.479
Tap cell	1917	2.917
Inverter	256	1.172
Clock inverter	51	0.9557
Antenna cell	21	0.06391
## through the flow
| step | setup slack (ns) | cell area (µm²) | hold WS (ns) | utilization (%) | power, mW |
|---|---|---|---|---|---|
| 2_1_floorplan | 12.24 | 73210 | 0.3528 | - | 1.767 |
| 3_3_place_gp | 9.556 | 77700 | 0.5007 | 53.44 | 1.910 |
| 3_5_place_dp | 9.577 | 77700 | 0.5058 | 53.44 | 1.910 |
| 4_1_cts | 9.565 | 82170 | 0.5154 | 56.52 | 3.672 |
| 5_1_grt | 9.234 | 82170 | 0.5439 | 56.52 | 3.751 |
| 6_report | 9.275 | 82220 | 0.5181 | 56.55 | 3.678 |
## cell families after synthesis
group	share of synthesized area, %
mux	16.45
simple gates	10.96
latches	0.6563
flops	39.16
fa+ha+maj	4.811
buf+inv	4.350
xor+xnor	2.730
compound gates	20.88
Power and IR drop assume default switching activity.
